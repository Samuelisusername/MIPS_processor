$ cat constraint.sdc
current_design ControlUnit

set clk_period 2.2
set clk_io_pct 0.2

create_clock -name clk0 -period $clk_period

set non_clock_inputs [all_inputs -no_clocks]
set_input_delay [expr $clk_period * $clk_io_pct] -clock clk0 $non_clock_inputs
set_output_delay [expr $clk_period * $clk_io_pct] -clock clk0 [all_outputs]
$ cat config.mk
export PLATFORM = sky130hd
export DESIGN_NAME = ControlUnit
export DESIGN_NICKNAME = ControlUnit
export VERILOG_FILES = /design/flow/design.v
export SDC_FILE = /design/flow/constraint.sdc
export NUM_CORES = 4
export LEC_CHECK = 1
export CORE_AREA = 10 10 70 70
export DIE_AREA = 0 0 80 80
$ cat design.v
`timescale 1ns / 1ps
module ControlUnit(
      input  [5:0] Op,
      input  [5:0] Funct,
      output       Jump,
      output       MemtoReg,
      output       MemWrite,
      output       Branch,
      output [5:0] ALUControl,    
      output       ALUSrc,
      output       RegDst,
      output       RegWrite
    );
localparam [5:0] OP_RTYPE = 6'b000000;   
localparam [5:0] OP_LW    = 6'b100011;   
localparam [5:0] OP_SW    = 6'b101011;   
localparam [5:0] OP_BEQ   = 6'b000100;   
localparam [5:0] OP_ADDI  = 6'b001000;   
localparam [5:0] OP_J     = 6'b000010;   
assign RegWrite = (Op == OP_RTYPE) | (Op == OP_LW) | ( Op == OP_ADDI) ; 	 
assign ALUSrc   = (Op == OP_LW) | (Op == OP_SW) | (Op == OP_ADDI) ;
assign RegDst   = (Op == OP_RTYPE);  
assign Branch   = (Op == OP_BEQ);    
assign MemWrite = (Op == OP_SW);     
assign MemtoReg = (Op == OP_LW);	    
assign Jump     = (Op == OP_J);	    
assign ALUControl = ALUSrc ? 6'b100000 :   
                    Branch ? 6'b100010 :   
					             Funct;    
endmodule
$ cat run.sh
#!/bin/bash
# OpenROAD 26Q1-2900-gdf79404cd8, Yosys 0.63+post, stock flow scripts
make -C /OpenROAD-flow-scripts/flow DESIGN_CONFIG=/design/flow/config.mk WORK_HOME=/design/flow/orfs finish
==> reports/results.tsv <==
stage	metric	value	unit
global_routing	antenna_found_initial	0	
cells_and_area	finish.instance_area	543	µm²
yosys	synth_cells	29	
floorplanning	initCoreUtil	5.68	%
cells_and_area	drive_gt1_share	30.4	%
global_routing	grt_pass1_wl	1.55	mm
final_timing	slew_violations	0	
cells_and_area	nFillCells	387	
setup_path	critPathSlowestCell	clkdlybuf4s50_1	
yosys	synth_cell_type_count	19	
cells_and_area	seqCellArea	0	µm²
place	hpwl	899	µm
power	ir_worst_vdd	0.0174	mV
final_timing	clock.fmax	0.469	GHz
setup_path	cp-end-kind	output port	
power	p_sw	0.0278	mW
yosys	yosysCellCount	29	
setup_path	cp-startpoint	Op[3]	
final_timing	grt_setup_unrepaired	true	
power	intPower	0.0464	mW
worst_hold_path	hp-class	primary input to output port	
floorplanning	ios	25	
drt	detail_route.wl_per_cell	9.79	µm
drt	vias	314	
run	tool_warnings	33	
setup_path	crit_chain	dlygate4sd2_1, xnor2_2, o22ai_4, a21boi_1, clkdlybuf4s50_1	
floorplanning	rows	21	
yosys	synth_chip_area	194	µm²
power	powerDensity	137	nW/µm²
cells_and_area	seq_cells	0	
global_routing	grt_max_degree	9	
power	share_seq_of_total_power	0	%
global_routing	grt.overflow.total	0	
place	routabilityCongestion	0.721	
cells_and_area	clockBufferCount	0	
cells_and_area	syn_to_final_growth	180	%
setup_path	cp.depth	5	
yosys	ys_seq_share	0	%
final_timing	period_minus_slack	2.13	ns
drt	drtAntennaViolNets	0	
drt	drc	0	
power	combPwrFrac	100.0	%
final_timing	period_used_share	96.9	%
global_routing	grt_pass1_vias	306	
drt	via_per_inst	3.08	
setup_path	crit_end	ALUControl[4]	
setup_path	critPathRequiredTime	1.76	ns
setup_path	critPathMaxFanout	5	
setup_path	crit_type	primary input to output port	
final_timing	final-setup-viol-count	0	
place	io_buffers	25	
final_timing	final.setup.tns	0	ns
global_routing	grt_use_total	2.93	%
power	swShare	37.5	%
yosys	syn_area_per_cell	6.69	µm²
drt	dr.pass1.iters	2	
power	p_clk_share	0	%
run	max_cap_viol_count	0	
setup_path	path_buffers	2	
final_timing	worst_pin_slew	0.254	ns
final_timing	max-slew-margin-rel	82.9	%
place	post_dp_cell_area	523	µm²
floorplanning	die_y	80	µm
power	p_leak	0.209	nW
floorplanning	core-area	3420	µm²
setup_path	worst_ep_arrival_time	1.69	ns
floorplanning	die_area	6400	µm²
yosys	synth_warnings	0	
setup_path	max_stage_delay	0.49	ns
setup_path	crit_family	buffers and inverters	
floorplanning	die_w	80	µm
clock_network	postCtsHoldBufs	0	
drt	totalWireLength	999	µm
yosys	syn_area	194	µm²
final_timing	finalHoldViolCount	0	
setup_path	worst_setup_path_start_kind	primary input	
drt	antenna_cells	0	
status	outcome	finished, final reports clean	
drt	drt-initial-drc-count	16	
==> through the flow <==
step,hold WS [ns],worst slack [ns],instances,util [%],power [mW]
finish,1.32,0.0672,102,15.9,0.0742
global placement,1.80,-0.386,102,15.3,0.0710
detailed placement,1.80,-0.404,102,15.3,0.0720
global route,1.35,-0.0105,102,15.9,0.0809
CTS,1.60,0.00905,102,15.7,0.0743
floorplan,0.893,0.645,29,-,0.0212
==> final cells by class <==
type               count  area (µm²)  share of cell area, %
repair buffers        29         268                   49.3
multi-input cells     25         210                   38.7
well taps             46        57.6                   10.6
inverters              2        7.51                   1.38
==> Yosys cell counts <==
master | n | share of area (%)
nor4_1 | 2 | 6.5
and4b_1 | 1 | 5.2
or3_4 | 1 | 5.8
nand2_1 | 2 | 3.9
nand3_1 | 1 | 2.6
xnor2_1 | 1 | 4.5
clkbuf_1 | 1 | 1.9
nor3_1 | 1 | 2.6
nor2_1 | 3 | 5.8
and2_1 | 1 | 3.2
buf_2 | 1 | 2.6
a32oi_1 | 1 | 4.5
o21ai_0 | 1 | 2.6
a21boi_0 | 6 | 23
inv_1 | 2 | 3.9
nor4b_2 | 1 | 7.7
o22ai_2 | 1 | 6.5
o22ai_1 | 1 | 3.2
a21o_1 | 1 | 3.9
==> power by group through the flow <==
| stage | Combinational [mW] | Clock, mW | Sequential, mW |
|---|---|---|---|
| 5_1_grt | 0.0809 | 0 | 0 |
| 4_1_cts | 0.0743 | 0 | 0 |
| 6_report | 0.0742 | 0 | 0 |
==> placed cells by master (no fill, tap or decap), types with 2 or more instances in the layout <==
master,count
buf_2,2
dlygate4sd2_1,3
buf_4,5
a21boi_1,4
clkdlybuf4s50_1,17
nor2_1,2
nand2_1,2
==> cell families (layout without fill, tap and decap cells) <==
family          Yosys count  after routing  share of synthesized area [%]
simple gates             13             13                           43.2
buf+inv                   4             31                           8.38
compound gates           11             11                           43.9
xor+xnor                  1              1                           4.52
==> routing by layer <==
metal	global-route usage [%]	share of wire [%]
met1	3.43	39
met4	0	0
met3	0.227	2.4
met5	0	0
met2	5.86	58
==> worst min path at each step <==
stage / startpoint / to / slack (ns) / depth (start not counted)
after CTS: Op[5] / ALUSrc / 1.60 / 5
final: Op[5] / Branch / 1.32 / 4
after global routing: Op[5] / Branch / 1.35 / 4
==> repair_timing <==
action | CTS | global route
buffers inserted | 0 | 0
pin swaps | 4 | 1
endpoints found under the setup margin | 13 | 5
resized | 26 | 6
Power is estimated from default activity; no workload was simulated.
