**./config.mk**
```make
export PLATFORM = sky130hd
export DESIGN_NAME = ALU
export DESIGN_NICKNAME = ALU
export VERILOG_FILES = /design/flow/design.v
export SDC_FILE = /design/flow/constraint.sdc
export NUM_CORES = 4
export LEC_CHECK = 1
export CORE_UTILIZATION = 30
```
**./constraint.sdc**
```tcl
current_design ALU

set clk_period 25.4
set clk_io_pct 0.2

create_clock -name clk0 -period $clk_period

set non_clock_inputs [all_inputs -no_clocks]
set_input_delay [expr $clk_period * $clk_io_pct] -clock clk0 $non_clock_inputs
set_output_delay [expr $clk_period * $clk_io_pct] -clock clk0 [all_outputs]
```
**./design.v**
```verilog
`timescale 1ns / 1ps
module ALU( 
  input [5:0] aluop_signal,
  input [4:0] ShAmt,  
  input clk,
  input rst,
  input  [31:0] a,
  input  [31:0] b,
  input  [3:0] aluop,
  output [31:0] result,
  output zero
 );
  reg [63:0] lo; 
  wire [31:0] logicout;    
  wire [31:0] addout;      
  wire [31:0] arithout;    
  wire [31:0] n_b;         
  wire [31:0] sel_b;       
  wire [31:0] slt;         
  wire [1:0] logicsel;     
  always @(clk, rst)
    begin
        if (aluop_signal == 6'b011001) lo = a*b;
    end
  assign logicsel = aluop[1:0];
  assign logicout = (logicsel == 2'b00) ? a & b :
                    (logicsel == 2'b01) ? a | b :
                    (logicsel == 2'b10) ? a ^ b :
                                        ~(a | b);
  assign n_b = ~b ;   
  assign sel_b = (aluop[1])? n_b : b ;
  assign addout = a + sel_b + aluop[1];
  assign slt = {31'b0,addout[31]};
  assign arithout = (aluop[3]) ? slt : addout;
  assign result = (aluop_signal == 6'b000010) ? b>>ShAmt : (aluop_signal == 6'b010010) ? lo[31:0] : (aluop[2]) ? logicout : arithout;
  assign zero = (result == 32'b0) ? 1: 0;
endmodule
```
**./run.sh**
```bash
#!/bin/bash
# OpenROAD 26Q1-2900-gdf79404cd8, Yosys 0.63+post, stock flow scripts
make -C /OpenROAD-flow-scripts/flow DESIGN_CONFIG=/design/flow/config.mk WORK_HOME=/design/flow/orfs finish
```
==> results.yml <==
# generated from flow reports
run_status:
  run_status: "finished, final reports clean"
synth:
  netlist_top_cells_count: "sky130_fd_sc_hd__inv_1 (511), sky130_fd_sc_hd__fa_1 (409), sky130_fd_sc_hd__nand2_1 (365)"
  top_area_share_pct: 36.6
  synth.ff_latch_count: 32
  synth_area_leader_cell: "sky130_fd_sc_hd__fa_1"
  area_leaders: "sky130_fd_sc_hd__fa_1 (37%), sky130_fd_sc_hd__ha_1 (12%), sky130_fd_sc_hd__inv_1 (8.6%)"
  synth_area_um2: 22400
  async_flop_share_pct: 0
  ys_warn_count: 1
  synth.yosys.chip_area_um2: 22400
  yosys.cell_count.top_type: "sky130_fd_sc_hd__inv_1"
  netlist_instances: 2737
  count_of_different_cell_masters_after_synthesis: 78
  count_of_flip_flops_with_a_built_in_enable_after_synthesis: 0
  synth.yosys.num_cells: 2737
  mean_post_synth_cell_area_um2: 8.18
  synthFlopType: "sky130_fd_sc_hd__dlxtn_1"
die:
  placementRows: 99
  initCoreUtil_pct: 30.5
  die_h_um: 275
  design.die.area_um2: 75700
  die_x_um: 275
  pin_count: 114
  coreArea_um2: 73300
route:
  drt_first_iter_violations: 1298
  route.detailed.wl_per_inst_um: 23.1
  ant_nets: 0
  insertedDiodeCount: 0
  drc_errors_left: 0
  via_count: 19329
  totalWireLength_mm: 86.1
  via_per_inst: 5.18
  detailedRoute.firstPassIterationCount: 5
final_layout:
  drive_gt1_share_pct: 4.98
  largest_reg_flops: 32
  layout.cells.non_filler: 3729
  utilization_of_the_core_after_routing_pct: 33.5
  syn2layout_area_growth_pct: 9.94
  design_area_um2: 24600
placement:
  placedCellCount: 3729
  gp_routability_congestion: 1.02
  placedInstanceArea_um2: 24600
  io_buffers: 112
  dp.final_hpwl_mm: 63.8
  dpl_worst_slack_ps: 9860
global_routing:
  globalRouteOverflowTotal: 0
  grt_pass1_wl_mm: 128
  via_count_of_the_first_global_routing_pass: 19707
  grt-busiest-layer: "met2"
  global_route.usage.met1_pct: 31.1
  groute.usage.overall_pct: 24.5
  grt_start_max_net_pins: 54
  number_of_antenna_violations_at_the_first_check_in_global_routing: 4
  gr-usage-met3_pct: 11.8
  groute.layer.met2.usage_pct: 36.7
flow_run:
  number_of_warning_messages_in_the_logs: 66
  max-cap-violations: 0
critical_path:
  slowest_stage_delay_cp_ps: 500
  worstPathCellList: "clkdlybuf4s50_1, buf_4, mux2_2, inv_1, fa_1, nand2b_1, a21oi_1, o211a_1, o21ai_0, o21ai_0, a31oi_1, xor2_1, o221ai_1, a2111oi_0, nand4b_1, or3_1, nor4_2, clkdlybuf4s50_1"
  timing.critical_path.to_type: "output port"
  worst-endpoint-required_ps: 20320
  cpMaxStageDelayCell: "sky130_fd_sc_hd__clkdlybuf4s50_1"
  worstPathMaxFanout: 31
  worst-setup-path-type: "in -> out"
  cp-start-kind: "primary input"
  critPathArrivalTime_ps: 10520
final_timing:
  endpoints_left_unconstrained: 32
  final.period_utilization_pct: 61.4
  hold_violations: 0
  setup_total_negative_slack_ps: 0
  finalWorstPathRequiredPeriod_ps: 15600
  rsz0062_at_grt: "false"
  fin_hold_ws_ps: 11450
  tightestPinTransition_ps: 984
  max_transition_margin_pct: 32.7
  timing.final.max_slew_violations: 0
  max_clock_freq_ghz: 0.0641
  setup_violations: 0
  setup_ws_ps: 9800
  unclocked_regs: 32
clock_tree:
  post_cts_hold_buffer_count: 0
  post_cts_resized: 0
  cts_setup_buffers: 0
min_path:
  min_path_type: "in -> out"
## final cells by class
| class | instances | area [µm²] |
|---|---|---|
| well taps | 959 | 1200 |
| repair buffers | 184 | 1640 |
| inverters | 526 | 1970 |
| multi-input cells | 2028 | 19300 |
| flip-flops and latches | 32 | 480 |
| fillers | 7815 | 48700 |
## placed cells by master, fill, tap and decap left out, types with 12 or more instances in the layout
master	Yosys	layout
sky130_fd_sc_hd__a21o_1	18	18
sky130_fd_sc_hd__clkinv_1	12	12
sky130_fd_sc_hd__a211oi_1	17	17
sky130_fd_sc_hd__ha_1	217	217
sky130_fd_sc_hd__o21a_1	13	13
sky130_fd_sc_hd__xor2_1	57	57
sky130_fd_sc_hd__clkdlybuf4s50_1	0	107
sky130_fd_sc_hd__buf_4	3	74
sky130_fd_sc_hd__inv_1	511	511
sky130_fd_sc_hd__o211ai_1	12	12
sky130_fd_sc_hd__o21ai_0	67	67
sky130_fd_sc_hd__a31oi_1	16	16
sky130_fd_sc_hd__xnor2_1	78	78
sky130_fd_sc_hd__nand3_1	27	27
sky130_fd_sc_hd__nand2b_1	18	18
sky130_fd_sc_hd__mux2i_1	71	71
sky130_fd_sc_hd__a21oi_1	87	87
sky130_fd_sc_hd__dlxtn_1	32	32
sky130_fd_sc_hd__mux2_2	22	22
sky130_fd_sc_hd__nor3_1	16	16
sky130_fd_sc_hd__fa_1	409	409
sky130_fd_sc_hd__mux4_2	26	26
sky130_fd_sc_hd__nor2_1	315	315
sky130_fd_sc_hd__nand2_1	365	365
## worst max-delay path, delay by kind of cell
| family | cells | cell delay [ps] |
|---|---|---|
| AND-OR/OR-AND | 7 | 2260 |
| buffers and inverters | 4 | 1460 |
| AND/OR/NAND/NOR | 4 | 840 |
| adder cells (fa/ha/maj) | 1 | 410 |
| multiplexers | 1 | 290 |
| XOR/XNOR | 1 | 150 |
## worst paths after layout
| kind | start | to | slack, ps | depth (start not counted) |
|---|---|---|---|---|
| setup / recovery | b[0] | zero | 9800 | 18 |
| hold / removal | aluop[0] | result[4] | 11450 | 7 |
## kinds of logic (layout without fill, tap and decap cells)
kind of cell / count (synthesis) / count (layout) / synth area share (%)
buffers and inverters: 677 / 710 / 11.6
latches: 32 / 32 / 2.15
muxes: 125 / 125 / 7.54
xor gates and xnor gates: 135 / 135 / 5.28
AOI/OAI and AO/OA: 322 / 322 / 9.33
and+or+nand+nor: 820 / 820 / 15.4
adders and majority gates: 626 / 626 / 48.7
## metal layers
| layer | vias up | share of wire, % |
|---|---|---|
| met5 | - | 0.14 |
| met4 | 10 | 4.6 |
| met3 | 191 | 13 |
| met2 | 985 | 45 |
| met1 | 9493 | 38 |
| li1 | 8650 | - |
